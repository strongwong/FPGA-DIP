$ cat run.sh
#!/bin/bash
# OpenROAD 26Q1-2900-gdf79404cd8, Yosys 0.63+post, stock flow scripts
make -C /OpenROAD-flow-scripts/flow DESIGN_CONFIG=/design/flow/config.mk WORK_HOME=/design/flow/orfs finish
$ cat config.mk
export PLATFORM = sky130hd
export DESIGN_NAME = rgb_to_ycbcr
export DESIGN_NICKNAME = rgb_to_ycbcr
export VERILOG_FILES = /design/flow/design.v
export SDC_FILE = /design/flow/constraint.sdc
export NUM_CORES = 4
export LEC_CHECK = 1
export CORE_UTILIZATION = 40
$ cat constraint.sdc
current_design rgb_to_ycbcr

set clk_period 7.8
set clk_io_pct 0.2

create_clock -name clk0 -period $clk_period [get_ports {clk}]

set non_clock_inputs [all_inputs -no_clocks]
set_input_delay [expr $clk_period * $clk_io_pct] -clock clk0 $non_clock_inputs
set_output_delay [expr $clk_period * $clk_io_pct] -clock clk0 [all_outputs]
$ cat design.v
`timescale 1ns/1ps
module	rgb_to_ycbcr(
						input								clk,
						input				[7 : 0]		i_r_8b,
						input				[7 : 0]		i_g_8b,
						input				[7 : 0]		i_b_8b,
						input						      i_h_sync,
						input							   i_v_sync,
						input							   i_data_en,
						output			[7 : 0]		o_y_8b,
						output			[7 : 0]		o_cb_8b,
						output			[7 : 0]		o_cr_8b,
						output							o_h_sync,
						output							o_v_sync,                                                                                                  
						output						   o_data_en                                                                                                
						);
parameter	para_0183_10b = 10'd47;     
parameter	para_0614_10b = 10'd157;
parameter	para_0062_10b = 10'd16;
parameter	para_0101_10b = 10'd26;
parameter	para_0338_10b = 10'd86;
parameter	para_0439_10b = 10'd112;
parameter	para_0399_10b = 10'd102;
parameter	para_0040_10b = 10'd10;
parameter	para_16_18b = 18'd4096;
parameter	para_128_18b = 18'd32768;
wire				sign_cb;
wire				sign_cr;
reg[17: 0]	mult_r_for_y_18b;
reg[17: 0]	mult_r_for_cb_18b;
reg[17: 0]	mult_r_for_cr_18b;
reg[17: 0]	mult_g_for_y_18b;
reg[17: 0]	mult_g_for_cb_18b;
reg[17: 0]	mult_g_for_cr_18b;
reg[17: 0]	mult_b_for_y_18b;
reg[17: 0]	mult_b_for_cb_18b;
reg[17: 0]	mult_b_for_cr_18b;
reg[17: 0]	add_y_0_18b;
reg[17: 0]	add_cb_0_18b;
reg[17: 0]	add_cr_0_18b;
reg[17: 0]	add_y_1_18b;
reg[17: 0]	add_cb_1_18b;
reg[17: 0]	add_cr_1_18b;
reg[17: 0] 	result_y_18b;
reg[17: 0]	result_cb_18b;
reg[17: 0]	result_cr_18b;
reg[9:0] y_tmp;
reg[9:0] cb_tmp;
reg[9:0] cr_tmp;
reg					i_h_sync_delay_1;
reg					i_v_sync_delay_1;
reg					i_data_en_delay_1;
reg					i_h_sync_delay_2;
reg					i_v_sync_delay_2;
reg					i_data_en_delay_2;
reg					i_h_sync_delay_3;
reg					i_v_sync_delay_3;
reg					i_data_en_delay_3;
initial
begin
	mult_r_for_y_18b <= 18'd0;
	mult_r_for_cb_18b <= 18'd0;
	mult_r_for_cr_18b <= 18'd0;
	mult_g_for_y_18b <= 18'd0;
	mult_g_for_cb_18b <= 18'd0;
	mult_g_for_cr_18b <= 18'd0;
	mult_b_for_y_18b <= 18'd0;
	mult_g_for_cb_18b <= 18'd0;
	mult_b_for_cr_18b <= 18'd0;
	add_y_0_18b <= 18'd0;
	add_cb_0_18b <= 18'd0;
	add_cr_0_18b <= 18'd0;
	add_y_1_18b <= 18'd0;
	add_cb_1_18b <= 18'd0;
	add_cr_1_18b <= 18'd0;
	result_y_18b <= 18'd0;
	result_cb_18b <= 18'd0;
	result_cr_18b <= 18'd0;
	i_h_sync_delay_1 <= 1'd0;
	i_v_sync_delay_1 <= 1'd0;
	i_data_en_delay_1 <= 1'd0;
	i_h_sync_delay_2 <= 1'd0;
	i_v_sync_delay_2 <= 1'd0;
	i_data_en_delay_2 <= 1'd0;
end 
always @ (posedge	clk)
begin
	mult_r_for_y_18b <= i_r_8b * para_0183_10b;
	mult_r_for_cb_18b <= i_r_8b * para_0101_10b;
	mult_r_for_cr_18b <= i_r_8b * para_0439_10b;
end
always @ (posedge	clk)
begin
	mult_g_for_y_18b <= i_g_8b * para_0614_10b;
	mult_g_for_cb_18b <= i_g_8b * para_0338_10b;
	mult_g_for_cr_18b <= i_g_8b * para_0399_10b;
end
always @ (posedge	clk)
begin
	mult_b_for_y_18b <= i_b_8b * para_0062_10b;
	mult_b_for_cb_18b <= i_b_8b * para_0439_10b;
	mult_b_for_cr_18b <= i_b_8b * para_0040_10b;
end
always @ (posedge	clk)
begin
	add_y_0_18b <= mult_r_for_y_18b + mult_g_for_y_18b;
	add_y_1_18b <= mult_b_for_y_18b + para_16_18b;
	add_cb_0_18b <= mult_b_for_cb_18b + para_128_18b;
	add_cb_1_18b <= mult_r_for_cb_18b + mult_g_for_cb_18b;
	add_cr_0_18b <= mult_r_for_cr_18b + para_128_18b;
	add_cr_1_18b <= mult_g_for_cr_18b + mult_b_for_cr_18b;
end
assign	sign_cb = (add_cb_0_18b >= add_cb_1_18b);
assign	sign_cr = (add_cr_0_18b >= add_cr_1_18b);
always @ (posedge	clk)
begin
	result_y_18b <= add_y_0_18b + add_y_1_18b;
	result_cb_18b <= sign_cb ? (add_cb_0_18b - add_cb_1_18b) : 18'd0;
	result_cr_18b <= sign_cr ? (add_cr_0_18b - add_cr_1_18b) : 18'd0;
end
always @ (posedge	clk)
begin
	y_tmp <= result_y_18b[17:8] + {9'd0,result_y_18b[7]};
	cb_tmp <= result_cb_18b[17:8] + {9'd0,result_cb_18b[7]};
	cr_tmp <= result_cr_18b[17:8] + {9'd0,result_cr_18b[7]};
end
assign	o_y_8b 	= (y_tmp[9:8] == 2'b00) ? y_tmp[7 : 0] : 8'hFF;
assign	o_cb_8b 	= (cb_tmp[9:8] == 2'b00) ? cb_tmp[7 : 0] : 8'hFF;
assign	o_cr_8b 	= (cr_tmp[9:8] == 2'b00) ? cr_tmp[7 : 0] : 8'hFF;
always @ (posedge	clk)
begin
	i_h_sync_delay_1 <= i_h_sync;
	i_v_sync_delay_1 <= i_v_sync;
	i_data_en_delay_1 <= i_data_en;
	i_h_sync_delay_2 <= i_h_sync_delay_1;
	i_v_sync_delay_2 <= i_v_sync_delay_1;
	i_data_en_delay_2 <= i_data_en_delay_1;
	i_h_sync_delay_3 <= i_h_sync_delay_2;
	i_v_sync_delay_3 <= i_v_sync_delay_2;
	i_data_en_delay_3 <= i_data_en_delay_2;
end	
assign	o_h_sync = i_h_sync_delay_3;
assign	o_v_sync = i_v_sync_delay_3;
assign 	o_data_en = i_data_en_delay_3;
endmodule 
==> flow_summary_export.csv <==
group,metric,value,unit
synth,xor_area_frac,0.0831,
cts,post_cts_buffers,0,
cts,clock_latency,0.52,ns
synth,flop_cell,"dfxtp_1",
critical_path,crit_chain,"clkdlybuf4s50_1 > inv_1 > fa_1 > inv_1 > ha_1 > inv_1 > fa_1 > fa_1 > inv_1 > ha_1 > inv_1 > o21bai_1 > a2111oi_2 > o31ai_1 > a21oi_1 > xnor2_1",
synth,ys_ff,247,
critical_path,crit_path_max_incr_delay,0.74,ns
synth,top_area_cell,"dfxtp_1",
synth,synth-edff-count,0,
grt,grt-ovfl-total,0,
die,ioPinCount,55,
route,wl_met2,10900,um
final_timing,fin_skew,0.0157,ns
synth,synthMuxAreaShare,0.000720,
critical_path,crit_top_cell,"inv_1",
final_timing,setup_viol,0,
synth,ys_cells,1342,
grt,grt_pass1_wl,41800,um
power,leakage,7.61,nW
final_timing,fin_crit_sh,0.681,
synth,async_flop_share,0,
route,drt-wirelength-per-cell,12.9,um
grt,first_global_vias,8704,
die,core,33900,sq um
layout,fin_util,0.469,
synth,topCellsByArea,"dfxtp_1 36%, ha_1 21%, fa_1 9.6%",
final_timing,hold_viol_final,0,
cts,cts-htree-levels,1,
cts,cts_resized,0,
die,die_h,188,um
route,drt-pass1-iter-count,4,
cts,cts_max_path_buffers,3,
placement,port_buffers,54,
cts,path_clk_slew,0.06,ns
route,wl_met3,1390,um
final_timing,slew_headroom,0.539,
synth,synth-warning-count,1,
synth,fa_ha_area_frac,0.310,
synth,synthAoiAreaFrac,0.111,
power,power_density,373,nW/um^2
synth,avgSynthCellArea,10.4,sq um
critical_path,worstSetupEndpointType,"register",
route,route.detailed.drc,0,
synth,ys_chip_area,13900,sq um
die,fp_util,0.411,
critical_path,cp.arrival,5.76,ns
power,peakVddDrop,0.230,mV
cts,clock-sinks,247,
route,wl,24500,um
final_timing,setup_ws,2.49,ns
route,via_per_inst,4.66,
route,antenna_left,0,
synth,top_area_frac,0.356,
placement,place_ws,1.90,ns
cts,cts_hold_buf,0,
critical_path,slowest_stage,"clkdlybuf4s50_1",
final_timing,fin_crit,5.31,ns
route,routed-via-count,8831,
critical_path,required,8.25,ns
final_timing,worst_pin_slew,0.682,ns
synth,synth_cells,1342,
cts,cts_root_buf,"clkbuf_16",
synth,syn_area,13900,sq um
hold_path,min_path_type,"register to register",
route,drtIter0Drc,277,
final_timing,rsz0062_at_grt,"no",
critical_path,start_kind,"input port",
cts,cts_tree,"done",
final_timing,fmaxAchievable,0.188,GHz
critical_path,cp_max_fo,9,
run,drv_cap,0,
placement,dp_hpwl,20200,um
synth,ys_types,65,
run,tool_warnings,33,
route,diodes,0,
synth,synth_seq_share,0.356,
grt,antenna_found_initial,0,
die,die_x,188,um
synth,top_logic_kind,"adder cells",
final_timing,drv_slew,0,
grt,grt_max_degree,16,
run_status,status,"finished, final reports clean",
route,top_layer,"met5",
grt,gr-usage-all-layers,0.150,
synth,synthSimpleGateAreaFrac,0.0811,
die,rows,67,
synth,synth.top_cells.by_count,"247 x dfxtp_1, 237 x ha_1, 215 x inv_1",
die,chipArea,35500,sq um
route,met1Wirelength,11800,um
cts,numCtsBuffers,26,
layout,drive_above_1_share,0.0512,
placement,globalplace.congestion,0.899,
synth,yosysMostFrequentCell,"dfxtp_1",
critical_path,critPathKind,"input port to register",
final_timing,setup_tns,0,ns
layout,area_delta_synth_final,14.3,%
==> per-layer routing <==
metal | global-route usage | vias up
met5 | 0.0124 | -
met4 | 0.0174 | 2
met3 | 0.0340 | 26
met2 | 0.236 | 139
met1 | 0.222 | 3980
li1 | - | 4684
==> critical path: cells and delay by family <==
kind                     cells  cell delay [ns]
adder cells (fa/ha/maj)      5             2.19
buffers and inverters        6             1.07
AND-OR/OR-AND                4             0.81
XOR/XNOR                     1             0.13
==> through the flow <==
step                      instances  hold slack (ns)  cell area [sq um]  power, mW
final                          1894            0.323              15900       5.93
after global routing           1894            0.325              15900       6.46
after CTS                      1894            0.326              15900       5.99
after detailed placement       1847            0.312              15000       4.73
after global placement         1847            0.312              15000       4.70
after floorplan                1345            0.310              13900       4.04
==> logic make-up (layout without fill, tap and decap cells) <==
kind of cell	count (synthesis)	count (layout)
buf+inv	215	316
flops	247	247
other cells	2	5
mux	1	1
simple gates	219	219
fa+ha+maj	304	304
compound gates	222	222
xor+xnor	132	132
==> flip-flops by register name, summed over array words and instances, names as in the netlist, 9 cells and up <==
register           flops
mult_g_for_y_18b      16
add_cr_1_18b          15
add_cb_1_18b          14
add_y_0_18b           14
mult_r_for_y_18b      14
mult_g_for_cr_18b     13
add_cb_0_18b          12
add_cr_0_18b          11
mult_b_for_cb_18b     11
mult_g_for_cb_18b     11
mult_r_for_cb_18b     11
result_cb_18b         11
result_cr_18b         11
result_y_18b          11
cb_tmp                10
cr_tmp                10
y_tmp                 10
mult_b_for_cr_18b      9
==> final timing paths <==
path / startpoint / end / slack (ns) / cells after the start
worst max-delay path: i_g_8b[4] / mult_g_for_y_18b[14]$_DFF_P_ / 2.49 / 16
worst min-delay path: mult_b_for_y_18b[9]$_DFF_P_ / add_y_1_18b[9]$_DFF_P_ / 0.32 / 0
worst max register to register: mult_g_for_y_18b[0]$_DFF_P_ / add_cr_1_18b[13]$_DFF_P_ / 5.22 / 10
worst min register to register: mult_b_for_y_18b[9]$_DFF_P_ / add_y_1_18b[9]$_DFF_P_ / 0.32 / 0
==> cells in the final DEF (no fill, tap or decap), types with 31 or more instances in the layout <==
cell type and n:
clkdlybuf4s50_1 54, nor2_1 61, inv_1 215, ha_1 237
fa_1 67, a21oi_1 75, dfxtp_1 247, xor2_1 31
o21ai_0 35, xnor2_1 101
==> report_power, final <==
part / internal (mW) / switching (mW) / total, mW
clock: 0.736 / 0.489 / 1.22
sequential: 1.75 / 0.199 / 1.95
combinational: 1.29 / 1.46 / 2.76
==> area by class of cell <==
type,instances,area [sq um]
repair buffers,54,541
inverters,215,807
clock buffers,30,686
multi-input cells,883,8160
well taps,448,561
clock inverters,17,194
flip-flops and latches,247,4940
fillers,3071,18000
Power is estimated from default activity; no workload was simulated.
